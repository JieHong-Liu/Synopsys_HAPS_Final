File: /design/flow/run.sh
#!/bin/bash
# OpenROAD 26Q1-2900-gdf79404cd8, Yosys 0.63+post, stock flow scripts
make -C /OpenROAD-flow-scripts/flow DESIGN_CONFIG=/design/flow/config.mk WORK_HOME=/design/flow/orfs finish
File: /design/flow/config.mk
export PLATFORM = sky130hd
export DESIGN_NAME = top
export DESIGN_NICKNAME = top
export VERILOG_FILES = /design/flow/design.v
export SDC_FILE = /design/flow/constraint.sdc
export NUM_CORES = 4
export LEC_CHECK = 1
export CORE_AREA = 10 10 75 75
export DIE_AREA = 0 0 85 85
File: /design/flow/constraint.sdc
current_design top

set clk_period 7.2
set clk_io_pct 0.2

create_clock -name clk0 -period $clk_period

set non_clock_inputs [all_inputs -no_clocks]
set_input_delay [expr $clk_period * $clk_io_pct] -clock clk0 $non_clock_inputs
set_output_delay [expr $clk_period * $clk_io_pct] -clock clk0 [all_outputs]
File: /design/flow/design.v
module ALU(
    input    [31:0]  Src1,
    input    [31:0]  Src2,
    input    [4:0]   Shamt,
    input    [5:0]   Funct,
    output  reg  [31:0]  result
) ;
always@(Funct or Shamt or Src1 or Src2)
    begin
        case (Funct)
            6'b 001001 : result = Src1 +  Src2;
            6'b 001010 : result = Src1 -  Src2;
            6'b 010001  : result = Src1 &  Src2;
            6'b 100001  : result = Src1 << Shamt;
            default: result = result;  
        endcase
    end
endmodule
module ALU_Control(
    input     [5:0] funct,
    input     [1:0] ALUOp,
    output  reg   [5:0] Funct
) ;
always@(funct or ALUOp)
    begin
        case(ALUOp)
            2'b10:
                begin
                    case(funct)
                        6'b 001011 : Funct = 6'b 001001;
                        6'b 001101 : Funct = 6'b 001010;
                        6'b 010010  : Funct = 6'b 010001;
                        6'b 100110  : Funct = 6'b 100001;
                        default: Funct = 0;
                    endcase
                end
            default:    Funct = 0;
        endcase
    end
endmodule
module Adder
(
    input   [31:0]  AddrIn,
    output  [31:0]  AddrOut
);
    assign AddrOut = AddrIn + 32'd 4;
endmodule
module Control(
    input   [5:0]   OpCode,
    output reg          RegWrite,
    output reg  [1:0]   ALUOp
) ;
always@(OpCode)
    begin
        case (OpCode)
            6'd 4:  
                begin
                    RegWrite =  1'b 1;  
                    ALUOp = 2'b10;
                end
            default:
                begin
                    RegWrite = 0;  
                    ALUOp = 2'b00;
                end
        endcase
    end
endmodule
module IM
(
	output reg [31:0]	Instr,
	input  [31:0]	InstrAddr
) ;
	reg [7:0]	InstrMem[0:128 - 1];
	always@(InstrAddr)
		begin
			Instr[31:0] = {InstrMem[InstrAddr], InstrMem[InstrAddr+1],InstrMem[InstrAddr+2],InstrMem[InstrAddr+3]};
		end
endmodule
module RF(
	output [31:0] RsData,
	output [31:0] RtData,
	input RegWrite,
	input clk,
	input [4:0]	 RsAddr,
	input [4:0]	 RtAddr,
	input [4:0]	 RdAddr,
	input [31:0] RdData
) ;
	reg [31:0]R[0:32 - 1];
	assign	RsData 	= R[RsAddr];
	assign	RtData 	= R[RtAddr];
	always@(posedge clk)
		begin		
			if(RegWrite == 1)
				begin
					R[RdAddr] = RdData;
				end
			else
				begin
					R[RdAddr] = R[RdAddr];
				end
		end
endmodule
module top(
	output	wire	[31:0]	AddrOut,
	input	wire	[31:0]	AddrIn,
	input	wire	clk,
	input 	wire	reset_n
);
	wire [31:0] Instr;
	wire [31:0] ALU_result;
	wire [31:0] RsData;
	wire [31:0] RtData;
	wire [1:0] ALUOp;
	wire [5:0] Funct;
	wire RegWrite;
	IM Instr_Memory(
		.Instr(Instr),
		.InstrAddr(AddrIn)
	);
	RF Register_File(
		.RsData(RsData),
		.RtData(RtData),
		.clk(clk),
		.RegWrite(RegWrite),
		.RsAddr(Instr[25:21]),
		.RtAddr(Instr[20:16]),
		.RdAddr(Instr[15:11]),
		.RdData(ALU_result[31:0])
	);
	Adder adder(
		.AddrOut(AddrOut),
		.AddrIn(AddrIn)
	);
	ALU alu(
		.Src1(RsData[31:0]),
		.Src2(RtData[31:0]),
		.Shamt(Instr[10:6]),
		.Funct(Funct[5:0]),
		.result(ALU_result[31:0])
	);
	Control controller(
		.OpCode(Instr[31:26]),
		.RegWrite(RegWrite),
		.ALUOp(ALUOp[1:0])
	);
	ALU_Control ALU_controller(
		.funct(Instr[5:0]),
		.ALUOp(ALUOp[1:0]),
		.Funct(Funct[5:0])
	);
endmodule
==> flow_summary.ini <==
; yosys + openroad results
[floorplanning]
fp_util = 0.150
pin_count = 66
fp-row-count = 23
core_area_um2 = 4060
fp.dieH_um = 85
dieArea_um2 = 7230
die_w_um = 85

[global_routing]
grt_pass1_wl_um = 3850
grt_antenna_before_repair = 0
grt_overflow = 0
grtUsageTotal = 0.0620
grt_max_degree = 9
grt_pass1_vias = 802

[synthesis]
synth_area_um2 = 609
ys_types = 18
ys_chip_area_um2 = 609
ys_seq_frac = 0
yosysWarnings = 6
synth.top_cell.area_share = 0.273
netlist_instances = 82
synth.largest_area_cell = xnor2_1
ys_cells = 82
ys_top_cells_by_area = xnor2_1 27%, xor2_1 13%, nor4_4 10%, nand3_1 8.2%, nand2_1 6.2%
synth.avg_cell_area_um2 = 7.43

[finish]
regArea_um2 = 0
fill_cells = 431
flops = 0
postLayoutCoreUtil = 0.310
area_delta_synth_final_pct = 106
layout-drive-gt1-share = 0.0500
comb_area_um2 = 583
clkbuf_count = 0

[setup_path]
crit_slowest_cell = clkdlybuf4s50_1
crit_required_ns = 5.76
cp_common_cell = clkdlybuf4s50_1
path_cells = clkdlybuf4s50_1, ha_1, nand3_1, nor4_4, nand4_1, xnor2_1, clkdlybuf4s50_1
critPathCaptureType = primary output
critPathKind = in -> out
critPathBufInv = 2
path_delay_family = buffers and inverters
startpoint = AddrIn[2]
start_kind = primary input
worstSetupPathDepth = 7
critPathArrivalTime_ns = 3.78
critPathMaxFanout = 8
max_stage_delay_ns = 0.53

[power]
total_power_uw = 54.4
power.leakage_nw = 0.446
irDropWorstVdd_uv = 18.2
p_per_area_nw_per_um2 = 43.3

[placement]
dp_slack_ns = 1.94
dp_hpwl_um = 2160
globalplace.congestion = 0.755
portBuffers = 60

[timing]
final-hold-violation-count = 0
fin_crit_sh = 0.725
fin_crit_ns = 5.22
worstMarginPinSlew_ns = 0.536
timing.final.ws_setup_ns = 1.98
fin_tns_setup_ns = 0
rsz0062_at_grt = false
slew_viol_final = 0
setup_violations = 0
timing.slew.headroom = 0.640
fmax_mhz = 192

[worst_hold_path]
hold_path_class = in -> out
hold_start = AddrIn[0]
timing.hold.worst_path_depth = 0

[cts]
cts_setup_buffers = 0
cts-resized-gates = 0
holdBufCountCts = 0

[drt]
drt_first_iter_violations = 14
postRouteAntennaNets = 0
drtPass1Iterations = 2
vias_per_cell = 4.07
drc = 0
vias = 773
wl_um = 2420
wl_per_cell_um = 12.8
antenna_cells = 0

[flow_run]
maxCapViolCount = 0
warnings = 34

[status]
status = finished, final reports clean
-- placed cells by master (no fill, tap or decap), drive strengths merged --
cell / count
and3: 4
clkdlybuf4s50: 60
ha: 1
inv: 3
nand2: 10
nand3: 12
nand4: 8
nor2: 6
nor3: 3
nor4: 4
or2: 1
xnor2: 19
xor2: 9
-- synth_stat cells, drive strengths merged --
master  count
buf         2
nand2      10
xnor2      19
nor3        3
nand4       8
xor2        9
or2         1
nand3      12
nor2        6
inv         3
and3        4
ha          1
nor4        4
-- layout make-up --
| type | count | area share |
|---|---|---|
| Timing Repair Buffer | 60 | 0.478 |
| Multi-Input combinational cell | 77 | 0.464 |
| Inverter | 3 | 0.00896 |
| Tap cell | 50 | 0.0498 |
-- power by group --
group          switching (mW)  internal, mW  total (mW)
clock                       0             0           0
sequential                  0             0           0
combinational          0.0175        0.0370      0.0544
-- cells by family after synthesis --
logic type | synth area share
simple gates | 0.534
buf+inv | 0.0431
xor+xnor | 0.402
fa+ha+maj | 0.0205
-- worst paths after layout --
check,end,slack [ns]
worst max-delay path,AddrOut[30],1.98
worst min-delay path,AddrOut[0],2.88
-- per-layer routing --
metal	global-route usage	routed length (um)	up-vias
li1	-	-	412
met1	0.0758	1050	332
met2	0.107	1140	29
met3	0.0231	241	0
met4	0	0	0
met5	0	0	-
-- through the flow --
step / cell area (um2) / instances / hold WS (ns)
floorplan: 609 / 82 / 2.89
global placement: 1260 / 190 / 2.88
detailed placement: 1260 / 190 / 2.88
CTS: 1260 / 190 / 2.88
global route: 1260 / 190 / 2.88
finish: 1260 / 190 / 2.88
Power and IR drop assume default switching activity.
